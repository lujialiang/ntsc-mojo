<file path="flow/run.sh">
#!/bin/bash
# OpenROAD 26Q1-2900-gdf79404cd8, Yosys 0.63+post, stock flow scripts
make -C /OpenROAD-flow-scripts/flow DESIGN_CONFIG=/design/flow/config.mk WORK_HOME=/design/flow/orfs finish
</file>
<file path="flow/config.mk">
export PLATFORM = sky130hd
export DESIGN_NAME = ntsc
export DESIGN_NICKNAME = ntsc
export VERILOG_FILES = /design/flow/design.v
export SDC_FILE = /design/flow/constraint.sdc
export NUM_CORES = 4
export LEC_CHECK = 1
export CORE_AREA = 10 10 109 109
export DIE_AREA = 0 0 119 119
</file>
<file path="flow/constraint.sdc">
current_design ntsc

set clk_period 7.2
set clk_io_pct 0.2

create_clock -name clk0 -period $clk_period [get_ports {clk}]

set non_clock_inputs [all_inputs -no_clocks]
set_input_delay [expr $clk_period * $clk_io_pct] -clock clk0 $non_clock_inputs
set_output_delay [expr $clk_period * $clk_io_pct] -clock clk0 [all_outputs]
</file>
<file path="flow/design.v">
module ntsc
    (
    input wire clk,
    input wire rst,
    output wire [9:0] x,
    output wire [8:0] y,
    output wire active_video,
    output wire hsync,
    output wire vsync
    );
    wire pixel_tick;
    pixel_clock pixel_clock_unit
        (
        .clk(clk),
        .rst(rst),
        .tick(pixel_tick)
        );
    ntsc_sync ntsc_sync_unit
        (
        .clk(clk),
        .rst(rst),
        .pixel_tick(pixel_tick),
        .x(x),
        .y(y),
        .active_video(active_video),
        .hsync(hsync),
        .vsync(vsync)
        );
endmodule
module ntsc_sync
    (
    input wire clk,
    input wire rst,
    input wire pixel_tick,
    output wire [9:0] x,
    output wire [8:0] y,
    output wire active_video,    
    output wire hsync,
    output wire vsync
    );
    localparam HS_FRONT_PORCH  = 10'd19,   
               HS_SYNC_TIP     = 10'd59,   
               HS_HALF_LINE    = 10'd397,  
               HS_FULL_LINE    = 10'd794,  
               HS_EQUAL_PULSE  = 10'd29,   
               HS_SERRATION    = 10'd59;   
    localparam VS_SERRATION    = 10'd6,      
               VS_POST_EQUAL   = 10'd12,     
               VS_BLANK        = 10'd18;     
    localparam HS_ACTIVE_LEFT  = 10'd165,    
               HS_ACTIVE_RIGHT = 10'd764,    
               VS_ACTIVE_TOP   = 10'd58,     
               VS_ACTIVE_BTM   = 10'd507;    
    localparam HALF_LINE_EVEN  = 10'd18,    
               HALF_LINE_ODD   = 10'd525;   
    localparam FIELD_END_EVEN  = 10'd524,   
               FIELD_END_ODD   = 10'd525;   
    reg [9:0] h_count_ff, h_count_ns;       
    reg [9:0] line_ff, line_ns;             
    wire half_line, end_of_line;
    wire hsync_equalizing_en, hsync_equalizing;
    wire hsync_serration_en, hsync_serration;
    wire hsync_tip_en, hsync_tip;
    always @(posedge clk, posedge rst)
        if(rst)
            begin
                h_count_ff <= 10'd0;
                line_ff <= 10'd1;		 
            end
        else
            begin
                h_count_ff <= h_count_ns;
                line_ff <= line_ns;
            end
    assign half_line = (line_ff == HALF_LINE_EVEN) ||
                       (line_ff == HALF_LINE_ODD);
    assign end_of_line = ((h_count_ff == HS_FULL_LINE - 10'd1) && !half_line) ||
                         ((h_count_ff == HS_HALF_LINE - 10'd1) && half_line);
    always @*
        begin
            h_count_ns = h_count_ff;
            line_ns = line_ff;
            if(pixel_tick)
                if(end_of_line)
                    begin
                        h_count_ns = 10'd0;
                        if(line_ff == FIELD_END_EVEN)
                            line_ns = 10'd1;  
                        else if(line_ff == FIELD_END_ODD)
                            line_ns = 10'd0;  
                        else
                            line_ns = line_ff + 10'd2;  
                    end
                else
                    h_count_ns = h_count_ff + 10'd1;
        end
    assign hsync_equalizing_en = (line_ff < VS_SERRATION) ||
                                 ((line_ff >= VS_POST_EQUAL) &&
                                  (line_ff < VS_BLANK));
    assign hsync_equalizing = (h_count_ff < HS_EQUAL_PULSE) ||
                              ((h_count_ff >= HS_HALF_LINE) &&
                               (h_count_ff < (HS_HALF_LINE + HS_EQUAL_PULSE)));
    assign hsync_serration_en = (line_ff >= VS_SERRATION) &&
                                (line_ff < VS_POST_EQUAL);
    assign hsync_serration = ((h_count_ff >= (HS_HALF_LINE - HS_SERRATION)) &&
                              (h_count_ff < HS_HALF_LINE)) ||
                             (h_count_ff >= HS_FULL_LINE - HS_SERRATION);
    assign hsync_tip_en = line_ff > VS_BLANK;
    assign hsync_tip = (h_count_ff >= HS_FRONT_PORCH) &&
                       (h_count_ff < (HS_FRONT_PORCH + HS_SYNC_TIP));
    assign x = (active_video) ? (h_count_ff - HS_ACTIVE_LEFT) : 10'd0;
    assign y = (active_video) ? (line_ff - VS_ACTIVE_TOP) : 9'd0;
    assign active_video = ((h_count_ff >= HS_ACTIVE_LEFT) &&
                           (h_count_ff <= HS_ACTIVE_RIGHT)) &&
                          ((line_ff >= VS_ACTIVE_TOP) &&
                           (line_ff <= VS_ACTIVE_BTM));
    assign hsync = (hsync_equalizing_en & hsync_equalizing) |
                   (hsync_serration_en & hsync_serration) |
                   (hsync_tip_en & hsync_tip);
    assign vsync = (line_ff >= VS_SERRATION) && (line_ff < VS_POST_EQUAL);
endmodule
module pixel_clock
    (
    input wire clk,
    input wire rst,
    output wire tick
    );
    reg [1:0] q_ff;
    always @(posedge clk, posedge rst)
        if(rst)
            q_ff <= 2'd0;
        else
            q_ff <= q_ff + 2'd1;
    assign tick = (q_ff == 2'b11) ? 1'b1 : 1'b0;
endmodule
</file>
==> reports/metrics.yaml <==
status: "finished clean"
htreeDepth: 1
wire_per_inst_um: 12.0
edf_count: 0
fp_util_pct: 19.8
cts_inserted_buffers: 3
topCellsByArea: "dfrtp_1, xnor2_1, nor2_1, ha_1, nand2_1"
fin_total_pwr_uw: 217
worst-path-max-fanout: 19
fmax_ghz: 0.216
drive_above_1_share_pct: 7.57
grt_use_total_pct: 6.37
area_growth_pct: 18.9
hold_buffers: 0
netlist_area_um2: 1910
die_h_um: 119
fin_tns_setup_ns: 0
final-hold-violation-count: 0
clk_pin_slew_ns: 0.08
finalCritPeriodShare_pct: 64.2
dp_hpwl_mm: 3.46
cts_root_buffer: "clkbuf_8"
antenna_found_initial: 0
grt_max_degree: 23
via_per_inst: 4.36
cts.sinks: 22
fillerInstances: 1067
chipArea_um2: 14200
yosys_warnings: 2
syn_inst: 240
netlist.top_cell.by_area: "dfrtp_1"
hold_path_class: "reg -> reg"
tightest_slew_ns: 0.762
ys_seq_elements: 22
grt_pass1_vias: 1570
syn_area_per_cell_um2: 7.96
most_common_cell: "nor2_1"
yosys_area_um2: 1910
cp-start-kind: "register"
grt_first_pass_wirelength_mm: 7.86
cts_tree: "yes"
wl_mm: 4.60
powerDensity_nw_per_um2: 95.6
seq_area_frac_synth_pct: 28.9
p_leak_nw: 0.867
skew_ns: 0.00322
clock_path_buffers: 2
slew_headroom_pct: 48.2
drv_cap: 0
ant_nets: 0
portBuffers: 23
ys_types: 47
synthFlopType: "dfrtp_1"
cts_resized: 0
drtIter0Drc: 79
setup_viol: 0
dr_total_vias: 1676
end_kind: "output pin"
firstDrtPassIters: 4
ys_cells: 240
cp.arrival_ns: 3.18
async_reset_ff_share_pct: 100
rsz0062_at_grt: "no"
overflow: 0
max-vdd-ir-drop_mv: 0.0621
drc_errors: 0
io_pins: 24
crit_required_ns: 5.76
cts_post_setup_buffers_inserted: 0
top_cell_area_share_pct: 27.5
warnings: 30
crit_type: "reg -> out"
slew_viol_final: 0
rows: 36
chipWidth_um: 119
clk_latency_ns: 0.26
period_needed_ns: 4.62
core_um2: 9640
num_antenna_cells: 0
place_congestion: 0.868
netlist_top_cells_count: "nor2_1, dfrtp_1, nand2_1"
area by class of cell:
| class | count | area (um2) | area share (%) |
|---|---|---|---|
| repair buffers | 24 | 238 | 10.5 |
| well taps | 133 | 166 | 7.33 |
| inverters | 14 | 52.6 | 2.32 |
| multi-input cells | 187 | 1210 | 53.1 |
| flip-flops and latches | 22 | 552 | 24.3 |
| clock buffers | 4 | 55.1 | 2.43 |
kinds of logic after synthesis:
family / synth area share, %
AND-OR/OR-AND: 15.3
AND/OR/NAND/NOR: 29.2
buffers and inverters: 7.93
XOR/XNOR: 11.0
adder cells (fa/ha/maj): 5.24
multiplexers: 2.49
flip-flops: 28.9
critical path, cell delays in order (launching register included):
cell and delay, ns:
dfrtp_1 0.49, inv_1 0.12, ha_1 0.26, nand2b_1 0.12
a211o_1 0.12, a2111oi_0 0.07, or4_1 0.55, o21bai_2 0.39
nor3_1 0.28, clkdlybuf4s50_1 0.50
report_power, final:
part	switching, mW	internal, mW	total (mW)	leakage (nW)
Clock	0.0414	0.0488	0.0902	0.0288
Sequential	0	0.123	0.123	0.294
Combinational	0.00260	0.000871	0.00347	0.545
state kept, by name, summed over array words and instances (netlist names):
signal                     count
ntsc_sync_unit.h_count_ff     10
ntsc_sync_unit.line_ff        10
pixel_clock_unit.q_ff          2
metrics by stage:
stage | hold WS [ns] | setup slack [ns] | std cells | utilization [%] | area, um2
4_1_cts | 0.434 | 2.56 | 384 | 23.5 | 2270
6_report | 0.435 | 2.58 | 384 | 23.5 | 2270
3_5_place_dp | 0.422 | 2.87 | 380 | 23.0 | 2210
2_1_floorplan | 0.401 | 3.55 | 240 | - | 1910
3_3_place_gp | 0.411 | 2.98 | 380 | 23.0 | 2210
5_1_grt | 0.467 | 2.31 | 384 | 23.5 | 2270
placed cells by master, fill, tap and decap left out, types with 3 or more instances in the layout:
cell type	instances
nor2_1	41
clkdlybuf4s50_1	23
dfrtp_1	21
nand2_1	19
xnor2_1	18
inv_1	14
o21ai_0	14
nand3_1	11
ha_1	8
a21oi_1	7
nor3_1	6
xor2_1	6
nand4_1	4
nor2b_1	4
nor4_1	4
clkbuf_8	4
mux2_2	3
or3_1	3
o211ai_1	3
and3_1	3
worst paths after layout:
path                                                  end  depth (start not counted)  slack (ns)                         start
max in group asynchronous       ntsc_sync_unit.line_ff[0]                          3        5.39                           rst
worst max register to register  ntsc_sync_unit.line_ff[3]                          8        4.38     ntsc_sync_unit.line_ff[2]
worst max-delay path                                 x[2]                          9        2.58  ntsc_sync_unit.h_count_ff[1]
worst min-delay path             pixel_clock_unit.q_ff[0]                          1        0.43      pixel_clock_unit.q_ff[0]
min in group asynchronous       ntsc_sync_unit.line_ff[2]                          3        1.53                           rst
worst min register to register   pixel_clock_unit.q_ff[0]                          1        0.43      pixel_clock_unit.q_ff[0]
metal layers:
layer	GRT usage, %	wire (um)	vias up	part of all wire (%)
li1	-	-	845	-
met1	10.4	2490	788	54
met2	8.40	1770	39	39
met3	1.10	250	4	5.4
met4	1.22	83	0	1.8
met5	0	0	-	0
Power is estimated from default activity; no workload was simulated.
