### config.mk
export PLATFORM = sky130hd
export DESIGN_NAME = sram_ctrl
export DESIGN_NICKNAME = sram_ctrl
export VERILOG_FILES = /design/flow/design.v
export SDC_FILE = /design/flow/constraint.sdc
export NUM_CORES = 4
export LEC_CHECK = 1
export CORE_UTILIZATION = 30
### constraint.sdc
current_design sram_ctrl

set clk_period 3.0
set clk_io_pct 0.2

create_clock -name clk0 -period $clk_period [get_ports {clk}]

set non_clock_inputs [all_inputs -no_clocks]
set_input_delay [expr $clk_period * $clk_io_pct] -clock clk0 $non_clock_inputs
set_output_delay [expr $clk_period * $clk_io_pct] -clock clk0 [all_outputs]
### design.v
module sram_ctrl
    (
    input wire clk,
    input wire rst,
    input wire mem,
    input wire rw,
    output reg ready,
    input wire [19:0] addr,
    input wire [7:0] data2ram,
    output wire [7:0] data2fpga,
    output wire [7:0] data2fpga_unreg,
    output wire we_n,
    output wire oe_n,
    output wire [19:0] a,
    inout wire [7:0] dq
    );
    localparam [2:0] S_IDLE   = 3'd0,
                     S_READ1  = 3'd1,
                     S_READ2  = 3'd2,
                     S_WRITE1 = 3'd3,
                     S_WRITE2 = 3'd4;
    reg [2:0] state_ff, state_ns;
    reg [19:0] addr_ff, addr_ns;
    reg [7:0] data2ram_ff, data2ram_ns;
    reg [7:0] data2fpga_ff, data2fpga_ns;
    reg we_n_ff, we_n_ns;
    reg oe_n_ff, oe_n_ns;
    reg tri_n_ff, tri_n_ns;
    always @(posedge clk, posedge rst)
        if(rst)
            begin
                state_ff <= S_IDLE;
                addr_ff <= 20'd0;
                data2ram_ff <= 8'd0;
                data2fpga_ff <= 8'd0;
                we_n_ff <= 1'b1;
                oe_n_ff <= 1'b1;
                tri_n_ff <= 1'b1;
            end
        else
            begin
                state_ff <= state_ns;
                addr_ff <= addr_ns;
                data2ram_ff <= data2ram_ns;
                data2fpga_ff <= data2fpga_ns;
                we_n_ff <= we_n_ns;
                oe_n_ff <= oe_n_ns;
                tri_n_ff <= tri_n_ns;
            end
    always @*
        begin
            state_ns = state_ff;
            addr_ns = addr_ff;
            data2ram_ns = data2ram_ff;
            data2fpga_ns = data2fpga_ff;
            ready = 1'b0;
            we_n_ns = 1'b1;
            oe_n_ns = 1'b1;
            tri_n_ns = 1'b1;
            case(state_ff)
                S_IDLE:
                    begin
                        ready = 1'b1;
                        if(mem)          
                            begin
                                addr_ns = addr;
                                if(rw)   
                                    begin
                                        state_ns = S_READ1;
                                    end
                                else     
                                    begin
                                        data2ram_ns = data2ram;
                                        state_ns = S_WRITE1;
                                    end
                            end
                    end
                S_WRITE1:
                    begin
                        we_n_ns = 1'b0;
                        tri_n_ns = 1'b0;
                        state_ns = S_WRITE2;
                    end
                S_WRITE2:
                    begin
                        tri_n_ns = 1'b0;
                        state_ns = S_IDLE;
                    end
                S_READ1:
                    begin
                        oe_n_ns = 1'b0;
                        state_ns = S_READ2;
                    end
                S_READ2:
                    begin
                        oe_n_ns = 1'b0;
                        data2fpga_ns = dq;
                        state_ns = S_IDLE;
                    end
                default:
                    state_ns = S_IDLE;
            endcase
        end
    assign data2fpga_unreg = dq;
    assign data2fpga = data2fpga_ff;
    assign a = addr_ff;
    assign dq = (tri_n_ff) ? 8'bzzzz_zzzz : data2ram_ff;
    assign we_n = we_n_ff;
    assign oe_n = oe_n_ff;
endmodule
### run.sh
#!/bin/bash
# OpenROAD 26Q1-2900-gdf79404cd8, Yosys 0.63+post, stock flow scripts
make -C /OpenROAD-flow-scripts/flow DESIGN_CONFIG=/design/flow/config.mk WORK_HOME=/design/flow/orfs finish
==> impl_metrics.json <==
{
  "topCombFamilyByArea": "multiplexers",
  "postCtsResizedCells": 0,
  "top_level_ports": 79,
  "synth-warning-count": 2,
  "mux_share_pct": 25.1,
  "synth_area_mm2": 0.00163,
  "holdBufCountCts": 0,
  "placed_cell_area_mm2": 0.00234,
  "status": "did not finish",
  "placement_rows": 26,
  "hpwl_um": 2010,
  "synth_stat.cells": 100,
  "fp_util_pct": 31.5,
  "ys_seq_share_pct": 66.3,
  "yosys.area_share.simple_pct": 2.00,
  "io_buffers": 70,
  "cts_buffer_depth": 2,
  "die_y_um": 75.7,
  "synthXorXnorAreaFrac_pct": 0,
  "failing_step": "4_1_cts",
  "synth_adder_area_share_pct": 0,
  "synthCells": 100,
  "die_x_um": 75.7,
  "cts_num_sinks": 43,
  "top_area_cell": "dfrtp_1",
  "top_area_share_pct": 61.4,
  "synth_cell_types": 13,
  "post_synth_ao_oa_area_fraction_pct": 0.307,
  "ys_ff": 43,
  "topCellsByArea": "dfrtp_1, mux2_2, dfstp_2",
  "root_buffer": "clkbuf_8",
  "gp_congestion": 0.727,
  "htreeDepth": 2,
  "ys_area_mm2": 0.00163,
  "cts_made_buffers": 5,
  "toolErrorMsg": "[error] [KeplerFormal.cpp:679] Workflow failed: Iso has multiple drivers: .dq0, dq[0]$_DFFE_PP0P_.Q0",
  "post-cts-setup-buffer-count": 0,
  "pre_cts_ws_ns": 0.960,
  "syn_avg_cell_area_um2": 16.3
}
[stage by stage]
step           power [W]  cells
2_1_floorplan    0.00113    100
3_3_place_gp     0.00159    230
3_5_place_dp     0.00161    230
[cells by family after synthesis]
family | count (synthesis)
buffers and inverters | 15
AND-OR/OR-AND | 1
multiplexers | 36
AND/OR/NAND/NOR | 5
flip-flops | 43
[synthesized netlist by cell type]
library cell and number:
dfstp_2 3, buf_4 8, nand3b_2 1, buf_6 2, nand2_2 1, inv_1 4, o21ai_0 1, dfrtp_1 40
mux2_2 35, buf_2 1, and3_2 1, nor2_1 2, mux2_4 1
No activity file was given, so power comes from the tool's default toggle rates.
